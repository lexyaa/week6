==> ./config.mk <==
export PLATFORM = sky130hd
export DESIGN_NAME = top_cnt
export DESIGN_NICKNAME = top_cnt
export VERILOG_FILES = /design/flow/design.v
export SDC_FILE = /design/flow/constraint.sdc
export NUM_CORES = 4
export LEC_CHECK = 1
export CORE_UTILIZATION = 50
export SYNTH_HDL_FRONTEND = slang
==> ./constraint.sdc <==
current_design top_cnt

set clk_period 5.4
set clk_io_pct 0.2

create_clock -name clk0 -period $clk_period [get_ports {clk}]

set non_clock_inputs [all_inputs -no_clocks]
set_input_delay [expr $clk_period * $clk_io_pct] -clock clk0 $non_clock_inputs
set_output_delay [expr $clk_period * $clk_io_pct] -clock clk0 [all_outputs]
==> ./design.v <==
module hms_cnt(
               o_hms_cnt,
               o_max_hit,
               i_max_cnt,
               clk,
               rst_n          );
output [5:0]   o_hms_cnt       ;
output         o_max_hit       ;
input  [5:0]   i_max_cnt       ;
input          clk             ;
input          rst_n           ;
reg    [5:0]   o_hms_cnt       ;
reg            o_max_hit       ;
always @(posedge clk or negedge rst_n) begin
       if(rst_n == 1'b0) begin
                o_hms_cnt <= 6'd0;
                o_max_hit <= 1'b0;
       end else begin
                if(o_hms_cnt >= i_max_cnt) begin
                          o_hms_cnt <= 6'd0;
                          o_max_hit <= 1'b1;
                end else begin
                          o_hms_cnt <= o_hms_cnt + 1'b1;
                          o_max_hit <= 1'b0;
                end
       end
end
endmodule
module minsec( o_sec,
               o_min,
               o_max_hit_sec,
               o_max_hit_min,
               i_sec_clk,
               i_min_clk,
               clk,
               rst_n          );
output [5:0]   o_sec           ;
output [5:0]   o_min           ;
output         o_max_hit_sec   ;
output         o_max_hit_min   ;
input          i_sec_clk       ;
input          i_min_clk       ;
input          clk             ;
input          rst_n           ;
hms_cnt        u0_hms_cnt(
               .o_hms_cnt    ( o_sec         ),
               .o_max_hit    ( o_max_hit_sec ),
               .i_max_cnt    ( 6'd59         ),
               .clk          ( i_sec_clk     ),
               .rst_n        ( rst_n         ));
hms_cnt        u1_hms_cnt(
               .o_hms_cnt    ( o_min         ),
               .o_max_hit    ( o_max_hit_min ),
               .i_max_cnt    ( 6'd59         ),
               .clk          ( i_min_clk     ),
               .rst_n        ( rst_n         ));
endmodule
module nco(     clk_gen,
                num,
                clk,
                rst_n    );
output          clk_gen   ;
input  [31:0]   num       ;
input           clk       ;
input           rst_n     ;
reg    [31:0]   cnt       ;
reg             clk_gen   ;
always @(posedge clk or negedge rst_n) begin
        if(rst_n == 1'b0) begin
                 cnt      <= 32'd0;
                 clk_gen  <= 1'd0;
        end else begin
                 if(cnt >= num/2-1) begin
                           cnt      <= 32'd0;
                           clk_gen  <= ~clk_gen;
                 end else begin
                           cnt <= cnt + 1'b1;
                 end
        end
end
endmodule
module cnt60(  out,
               clk,
               rst_n );
output [5:0]   out          ;
input          clk          ;
input          rst_n        ;
reg    [5:0]   out          ;
always @(posedge clk or negedge rst_n) begin
       if(rst_n == 1'b0) begin
                out <= 6'd0;
       end else begin
                if(out >= 6'd59) begin
                       out <= 6'd0;
                end else begin
                       out <= out + 1'b1;
                end
       end
end
endmodule
module top_cnt(  out,
                 num,
                 clk,
                 rst_n  );
output [5:0]     out     ;
input  [31:0]    num     ;
input            clk     ;
input            rst_n   ;
wire             clk_gen ;
nco     nco_u0(  .clk_gen  ( clk_gen ),
                 .num      ( num     ),
                 .clk      ( clk     ),
                 .rst_n    ( rst_n   ));
cnt60   cnt_u0(  .out      ( out     ),
                 .clk      ( clk_gen ),
                 .rst_n    ( rst_n   ));
endmodule
module double_fig_sep(
              o_left,
              o_right,
              i_double_fig);
output [3:0]  o_left       ;
output [3:0]  o_right      ;
input  [5:0]  i_double_fig ;
assign o_left   = i_double_fig / 10;
assign o_right  = i_double_fig % 10;
endmodule
module fnd_dec( o_seg,
                i_num );
output [6:0]    o_seg  ;
input  [3:0]    i_num  ;
reg    [6:0]    o_seg  ;
always @(*) begin
       case(i_num)
            4'd0  : o_seg = 7'b1111_110;
            4'd1  : o_seg = 7'b0110_000;
            4'd2  : o_seg = 7'b1101_101;
            4'd3  : o_seg = 7'b1111_001;
            4'd4  : o_seg = 7'b0110_011;
            4'd5  : o_seg = 7'b1011_011;
            4'd6  : o_seg = 7'b1011_111;
            4'd7  : o_seg = 7'b1110_000;
            4'd8  : o_seg = 7'b1111_111;
            4'd9  : o_seg = 7'b1110_011;
            4'd10 : o_seg = 7'b1110_111;
            4'd11 : o_seg = 7'b1111_111;
            4'd12 : o_seg = 7'b1001_110;
            4'd13 : o_seg = 7'b1111_110;
            4'd14 : o_seg = 7'b1001_111;
            4'd15 : o_seg = 7'b1000_111;
            default o_seg = 7'b0000_000;
        endcase
end
endmodule
module led_disp( o_seg,
                 o_seg_dp,
                 o_seg_enb,
                 i_six_digit_seg,
                 i_six_dp,
                 clk,
                 rst_n      );
output [5:0]     o_seg_enb           ;
output           o_seg_dp            ;
output [6:0]     o_seg               ;
input  [41:0]    i_six_digit_seg     ;
input  [5:0]     i_six_dp            ;
input            clk                 ;
input            rst_n               ;
wire             gen_clk             ;
nco              u_nco(
                 .clk_gen  ( gen_clk  ),
                 .num      ( 32'd5000 ),
                 .clk      ( clk      ),
                 .rst_n    ( rst_n    ));
reg    [3:0]     cnt_common_node     ;
always @(posedge gen_clk or negedge rst_n) begin
        if(rst_n == 1'b0) begin
                 cnt_common_node <= 4'd0;
        end else begin
                 if(cnt_common_node >= 4'd5) begin
                        cnt_common_node <= 4'd0;
                 end else begin
                        cnt_common_node <= cnt_common_node + 1'b1;
                 end
        end
end
reg     [5:0]    o_seg_enb           ;
always @(cnt_common_node) begin
         case(cnt_common_node)
                 4'd0 : o_seg_enb = 6'b111110;
                 4'd1 : o_seg_enb = 6'b111101;
                 4'd2 : o_seg_enb = 6'b111011;
                 4'd3 : o_seg_enb = 6'b110111;
                 4'd4 : o_seg_enb = 6'b101111;
                 4'd5 : o_seg_enb = 6'b011111;
         endcase
end
reg              o_seg_dp            ;
always @(cnt_common_node) begin
         case(cnt_common_node)
                 4'd0 : o_seg_dp = i_six_dp[0];
                 4'd1 : o_seg_dp = i_six_dp[1];
                 4'd2 : o_seg_dp = i_six_dp[2];
                 4'd3 : o_seg_dp = i_six_dp[3];
                 4'd4 : o_seg_dp = i_six_dp[4];
                 4'd5 : o_seg_dp = i_six_dp[5];
         endcase
end
reg      [6:0]   o_seg               ;
always @(cnt_common_node) begin
         case(cnt_common_node)
                 4'd0 : o_seg = i_six_digit_seg[6:0];
                 4'd1 : o_seg = i_six_digit_seg[13:7];
                 4'd2 : o_seg = i_six_digit_seg[20:14];
                 4'd3 : o_seg = i_six_digit_seg[27:21];
                 4'd4 : o_seg = i_six_digit_seg[34:28];
                 4'd5 : o_seg = i_six_digit_seg[41:35];
         endcase
end
endmodule
module debounce(
               o_sw,
               i_sw,
               clk,
               o_sw );
output         o_sw           ;
input          i_sw           ;
input          clk            ;
reg            dly1_sw        ;
always @(posedge clk) begin
         dly1_sw <= i_sw;
end
reg            dly2_sw        ;
always @(posedge clk) begin
         dly2_sw <= dly1_sw;
end
assign           o_sw = dly1_sw | ~dly2_sw;
endmodule
module controller(
               o_mode,
               o_position,
               o_sec_clk,
               o_min_clk,
               i_sw0,
               i_sw1,
               i_sw2,
               i_max_hit_min,
               i_max_hit_sec,
               clk,
               rst_n          );
output         o_mode          ;
output         o_position      ;
output         o_sec_clk       ;
output         o_min_clk       ;
input          i_max_hit_min   ;
input          i_max_hit_sec   ;
input          i_sw0           ;
input          i_sw1           ;
input          i_sw2           ;
input          clk             ;
input          rst_n           ;
parameter      MODE_CLOCK = 1'b0      ;
parameter      MODE_SETUP = 1'b1      ;
parameter      POS_SEC = 1'b0         ;
parameter      POS_MIN = 1'b1         ;
wire           clk_slow               ;
nco            u_ncl_db(
               .clk_gen      ( clk_slow   ),
               .num          ( 32'd500000 ),
               .clk          ( clk        ),
               .rst_n        ( rst_n      ));
wire           sw0     ;
wire           sw1     ;
wire           sw2     ;
debounce       u_debouce0(
               .o_sw   ( sw0      ),
               .i_sw   ( i_sw0    ),
               .clk    ( clk_slow ));
debounce       u_debouce1(
               .o_sw   ( sw1      ),
               .i_sw   ( i_sw1    ),
               .clk    ( clk_slow ));
debounce       u_debouce2(
               .o_sw   ( sw2      ),
               .i_sw   ( i_sw2    ),
               .clk    ( clk_slow ));
reg            o_mode  ;
always @(posedge sw0 or negedge rst_n) begin
    if(rst_n == 1'b0) begin
         o_mode <= MODE_CLOCK;
    end else begin
         o_mode <= o_mode + 1'b1;
    end
end
reg            o_position   ;
always @(posedge sw1 or negedge rst_n) begin
    if(rst_n == 1'b0) begin
         o_position <= POS_SEC;
    end else begin
         if(o_position >= POS_MIN) begin
             o_position <= POS_SEC;
         end else begin
             o_position <= o_position + 1'b1;
         end
    end
end
wire     clk_1hz      ;
nco      u_nco(
         .clk_gen  (  clk_1hz        ),
         .num      (  32'd50000000   ),
         .clk      (  clk            ),
         .rst_n    (  rst_n          ));
reg      o_sec_clk    ;
reg      o_min_clk    ;
always @(*) begin
   case(o_mode)
      MODE_CLOCK : begin
          o_sec_clk <= clk_1hz;
          o_min_clk <= i_max_hit_sec;
      end
      MODE_SETUP : begin
      case(o_position)
          POS_SEC : begin
             o_sec_clk <= ~i_sw2;
             o_sec_clk <= ~sw2;
             o_min_clk <= 1'b0;
          end
          POS_MIN : begin
             o_sec_clk <= 1'b0;
             o_min_clk <= ~i_sw2;
             o_min_clk <= ~sw2;
          end
      endcase
      end
    endcase
end
endmodule
module top_hms_clock(
          o_seg,
          o_seg_dp,
          o_seg_enb,
          clk,
          i_sw0,
          i_sw1,
          i_sw2,
          rst_n              );
output [6:0] o_seg           ;
output       o_seg_dp        ;
output [5:0] o_seg_enb       ;
input        clk             ;
input        i_sw0           ;
input        i_sw1           ;
input        i_sw2           ;
input        rst_n           ;
wire         mode            ;
wire         position        ;
wire         sec_clk         ;
wire         min_clk         ;
wire         min_hit_sec     ;
wire         min_hit_min     ;
controller   u_ctrl(
             .o_mode         ( mode        ),
             .o_position     ( position    ),
             .o_sec_clk      ( sec_clk     ),
             .o_min_clk      ( min_clk     ),
             .i_max_hit_min  ( max_hit_min ),
             .i_max_hit_sec  ( max_hit_sec ),
             .i_sw0          ( i_sw0       ),
             .i_sw1          ( i_sw1       ),
             .i_sw2          ( i_sw2       ),
             .clk            ( clk         ),
             .rst_n          ( rst_n       ));
wire [5:0]   sec             ;
wire [5:0]   min             ;
minsec       u_minsec(
             .o_sec          ( sec         ),
             .o_min          ( min         ),
             .o_max_hit_sec  ( max_hit_sec ),
             .o_max_hit_min  ( max_hit_min ),
             .i_sec_clk      ( sec_clk     ),
             .i_min_clk      ( min_clk     ),
             .clk            ( clk         ),
             .rst_n          ( rst_n       ));
wire [3:0]   sec_left        ;
wire [3:0]   sec_right       ;
double_fig_sep u0_dfs(
             .o_left         ( sec_left    ),
             .o_right        ( sec_right   ),
             .i_double_fig   ( sec         ));
wire [3:0]   min_left        ;
wire [3:0]   min_right       ;
double_fig_sep u1_dfs(
             .o_left         ( min_left    ),
             .o_right        ( min_right   ),
             .i_double_fig   ( min         ));
wire [6:0]   sec_seg_l       ;
wire [6:0]   sec_seg_r       ;
fnd_dec      u0_fnd_dec(
             .o_seg          ( sec_seg_l   ),
             .i_num          ( sec_left    ));
fnd_dec      u1_fnd_dec(
             .o_seg          ( sec_seg_r   ),
             .i_num          ( sec_right   ));
wire [6:0]   min_seg_l       ;
wire [6:0]   min_seg_r       ;
fnd_dec      u2_fnd_dec(
             .o_seg          ( min_seg_l  ),
             .i_num          ( min_left   ));
fnd_dec      u3_fnd_dec(
             .o_seg          ( min_seg_r   ),
             .i_num          ( min_right   ));
wire [41:0]  i_six_digit_seg   ;
assign       i_six_digit_seg = { {2{7'd0}}, min_seg_l, min_seg_r, sec_seg_l, sec_seg_r };
led_disp     u_led_disp(
             .o_seg            ( o_seg           ),
             .o_seg_dp         ( o_seg_dp        ),
             .o_seg_enb        ( o_seg_enb       ),
             .i_six_digit_seg  ( i_six_digit_seg ),
             .i_six_dp         ( 6'd0            ),
             .clk              ( clk             ),
             .rst_n            ( rst_n           ));
endmodule
==> ./run.sh <==
#!/bin/bash
# OpenROAD 26Q1-2900-gdf79404cd8, Yosys 0.63+post, stock flow scripts
make -C /OpenROAD-flow-scripts/flow DESIGN_CONFIG=/design/flow/config.mk WORK_HOME=/design/flow/orfs finish
==> results.txt <==
Implementation results are summarized by area below.

Status
The flow ran to the end, and the final reports show no timing, DRC or antenna violations.

Yosys
In the post-synthesis netlist, the biggest area contributors are dfrtp_1, ha_1, xnor2_1. For this run, the number of Yosys warnings is 0. The netlist uses 37 different library cells. The count of instantiated cells in the yosys netlist is 335. The synthesized netlist has a Yosys-reported chip area of 3000 um2. The synthesized design spends more area on one cell type than any other, namely dfrtp_1. The average cell area after synthesis is around 9.0 um2. The area of the mapped netlist is 3000 um2. The synthesized instance count is 335. The top-area cell type share of the netlist area is 32.5%. Of the synthesized area, sequential elements account for around a third. Once synthesis finished, the tally of register bits stood at 39.

Timing
The final-report setup violation count is 0. After layout, the worst path uses 91.7% of the clock period. Setup repair after global routing left no endpoint under its margin. The worst-case clock skew is 0.00378 ns. The final timing report derives a shortest allowable period of 4.95 ns.

Across all checked pins, the minimum headroom to the slew limit is between 50% and 60%. The count of endpoints without a timing constraint is 12. For the final routed database, the setup TNS stands at 0 ns.

The final hold violation count is 0. Looking at the max-slew report, the worst-margin pin has a slew of 0.702 ns. The number of register pins that no clock reaches is 6.

The count of pins over their slew limit is 0. The most critical hold endpoint after final layout shows a slack of 0.537 ns. The achievable clock frequency is roughly 0.2 GHz.

Finish
The final design instance area without fill is 3600 um2. The share of cells above drive strength 1 is 5.74%. Per the layout area report, the combinational gate area comes to 1990 um2. Relative to the synthesized area, the layout overhead comes to 20.0%. The share of the core filled with cells in the final layout is a little under two thirds. The final layout report lists a filler cell count of 501.

Per the layout area report, the register area comes to 976 um2.

Drt
For this block, the routed nets add up to about 5.8 mm of wire. The total vias in the final route is 2449. The antenna cell count is 0. The post-route DRC violation count is 0. The count of nets left with antenna violations once routing finished came out at 0.

The number of search-and-repair iterations in the first detailed-routing pass is 4. The violation tally recorded at the end of detailed-routing iteration 0 is ~120. The detailed-route vias per instance is 5.38. The average wire per standard cell is approximately 13 um.

Clocking
TritonCTS built the clock tree. The CTS buffer count is 5. The deepest level of the CTS H-tree is 2. The post-cts repair resize count is 0. The number of hold-repair buffers added at the cts stage is 0. Looking at the post-CTS report, the setup buffer insertion count equals 0. CTS reports a maximum clock tree buffer depth of 2. The clock reaches the later pin of the worst-skew pair after 0.28 ns.

The clock root buffer master is clkbuf_8. The timing report gives the clock slew at the launch and capture registers of the worst setup and hold paths as approximately 0.06 ns.

GRT
The all-layer global routing usage is roughly 21%. The number of antenna violations at the first check in global routing is 0. The global routing met3 resource utilization is under 10%. Entering global routing, the biggest net connects ~40 pins. The most heavily used metal layer in global routing is met2.

The global-route wire length before repair is ~10 mm. For met1 alone, demand over resource in global routing was 32.1%. The global routing report lists met2 layer usage as 32.3%. The via count of the first global-routing pass is between 2000 and 2500. Recorded from the global router log, the overflow total was 0.

Floorplanning
The die width is 79.5 um. The area of the core region is 5640 um2. Row generation in the floorplan step produced 27 rows. In this run the count of I/O pins placed on the die edge is about 40. From bottom edge to top edge, the die measures a little under 80 um.

The overall die size recorded for this design is 6320 um2. Once the floorplan was initialized, standard cells occupied 53.2% of the core.

Pwr
The largest voltage drop on the vdd net is about 0.00012 V. The final power report lists total power as 498 uW. The cell leakage power is 1.54 nW.

The total power density per cell area is approximately 140 nW/um2.

Critical path
Per STA, the highest per-stage delay on the worst path measures 0.57 ns. For reference, the most critical setup path is categorized as input pin to register. The setup check on the worst reg-to-reg path leaves a slack of 3.13 ns. STA lists the endpoint of the worst register-to-register path as nco_u0.clk_gen. Per STA, the worst path is made up of clkdlybuf4s50_1 > or4_4 > or4_4 > or3_4 > or3b_1 > xor2_1 > ha_1 > a21oi_1 > nand2_1 > a221o_1 > a211oi_1 > o21ai_2 > buf_12 > xor2_1. The startpoint of the most critical register-to-register path is nco_u0.cnt[7]. The data arrival time at the worst-slack endpoint is 5.11 ns. The slowest stage of the critical path is the or4_4 cell. STA classifies the critical path endpoint as a register.

The worst reg-to-reg path cell count is 8. The worst setup path is launched from an input pin. The data required time of the critical path is 5.56 ns. Of all nets on the critical path, the largest fanout is 33.

Placed design
Per the placement log, port buffering inserted 38 buffers. The post-detailed-placement half-perimeter wirelength is 4.58 mm. The last weighted congestion value of the routability-driven placer is approximately 0.81. The area after detailed placement is 3520 um2.

Worst hold path
The number of cells on the worst hold path is 1. The type of the tightest min-delay check is register to register. The start point of the worst min-delay path is nco_u0.cnt[0]. For hold timing, the worst endpoint is nco_u0.cnt[0].

Run
The tool flagged a number of max-cap violations equal to 0. OpenROAD emitted warnings numbering 27.
state kept, by name (all words and copies together) (netlist names):
signal and cells:
nco_u0.cnt 32, nco_u0.clk_gen 1, cnt_u0.out 6
worst max-delay path by stage:
stage                 depth (start not counted)    start             end
final                                        14  num[16]  nco_u0.clk_gen
after global routing                         14  num[16]  nco_u0.clk_gen
after CTS                                    14  num[17]  nco_u0.clk_gen
cell usage after synthesis, drive strengths merged:
master and instances:
and4 5, xor2 23, inv 7, a21o 2, a21oi 12, or3b 2, nor4 11, or4 4
nand2b 1, a211oi 2, a211o 1, nor2 56, o2111ai 1, o2111a 1, and2 3, a31oi 2
xnor2 38, dfrtp 39, o221ai 1, ha 35, and3 4, nand3 21, o21ai 7, clkbuf 5
nor2b 1, nor3 13, nand4 9, or3 5, o21a 1, a21boi 1, nand2 20, a221o 2
cell type report:
type                            count  share of cell area, %
Multi-Input combinational cell    284                   55.1
Sequential cell                    39                   27.1
Clock buffer                        7                   2.12
Inverter                            7                  0.729
Tap cell                           72                   2.50
Timing Repair Buffer               45                   12.2
Clock inverter                      1                  0.208
placed cells by master (no fill, tap or decap), types with 9 or more instances in the layout:
cell,count
nor3_1,13
nand4_1,9
nand2_1,20
nand3_1,20
a21oi_1,12
xor2_1,23
clkdlybuf4s50_1,37
dfrtp_1,39
nor4_1,9
ha_1,35
nor2_1,56
xnor2_1,38
layer usage:
layer	routed length, um	up-vias	share of wire (%)
li1	-	1295	-
met1	2960	1106	51
met2	2570	41	45
met3	157	7	2.7
met4	57	0	0.99
met5	0	-	0
power breakdown:
| part | internal (mW) | switching [mW] |
|---|---|---|
| clock | 0.0911 | 0.0864 |
| combinational | 0.0392 | 0.0338 |
| sequential | 0.247 | 0.00000960 |
| total | 0.377 | 0.120 |
logic make-up after synthesis:
family	count (synthesis)	synth area share (%)
and+or+nand+nor	155	26.7
xor gates and xnor gates	61	17.8
DFF	39	32.5
adders and majority gates	35	14.6
AOI/OAI and AO/OA	33	7.00
buffers and inverters	12	1.50
metrics by stage:
stage,instances,setup WS [ns]
2_1_floorplan,335,0.760
3_3_place_gp,447,0.195
3_5_place_dp,447,0.184
4_1_cts,455,0.475
5_1_grt,455,0.237
6_report,455,0.448
worst max-delay path, delay by kind of cell:
family | cells | cell delay [ns]
AND-OR/OR-AND | 4 | 0.89
XOR/XNOR | 2 | 0.30
adder cells (fa/ha/maj) | 1 | 0.31
buffers and inverters | 2 | 0.60
AND/OR/NAND/NOR | 5 | 1.92
Power figures rest on the tool's default switching activity, not on a simulated workload.
